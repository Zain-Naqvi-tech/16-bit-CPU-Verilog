==> flow/design.v <==
`timescale 1ns / 1ps
module alu(
    input [15:0] x,
    input [15:0] y,
    input zx,
    input nx,
    input zy,
    input ny,
    input f,
    input no,
    output [15:0] out,
    output zr,
    output ng
    );
    reg [15:0] x1, y1, result;
    reg zr_1, ng_1;
    always @(*) begin
        if (zx) x1 = 16'b0;  
        else x1 = x;
        if (zy) y1 = 16'b0;  
        else y1 = y;
        if (nx) x1 = ~x1; 
        if (ny) y1 = ~y1;
        if (f) result = x1 + y1;  
        else result = x1 & y1;  
        if (no) result = ~result;
        if (result == 0) zr_1 = 1'b1;
        else zr_1 = 1'b0;
        if (result[15]) ng_1 = 1'b1;  
        else ng_1 = 1'b0;
    end
    assign out = result;
    assign zr = zr_1;
    assign ng = ng_1;
endmodule
`timescale 1ns / 1ps
module cpu16(
    input [15:0] inM,
    input [15:0] instruction,
    input reset,
    input clk,
    output [15:0] outM,
    output writeM,
    output [14:0] addressM,
    output [14:0] pc
    );
    wire [15:0] aluoutput, out1, outA, out2, outD;
    wire isZero, isNeg;
    wire a_instruction, c_instruction, loadA, loadD;
    assign a_instruction = !instruction[15];
    assign c_instruction = instruction[15];
    mux_2to1 mux1 (.a(instruction), .b(aluoutput), .sel(instruction[15]), .out(out1));  
    assign loadA = a_instruction || c_instruction && instruction[5];
    register a_reg (.in(out1), .clk(clk), .rst(reset), .load(loadA), .out(outA));
    assign loadD = c_instruction && instruction[4];
    register d_reg (.in(aluoutput), .clk(clk), .rst(reset), .load(loadD), .out(outD));
    mux_2to1 mux2 (.a(outA), .b(inM), .sel(instruction[12]), .out(out2));
    alu alu1 (.x(outD), .y(out2), .zx(instruction[11]), .nx(instruction[10]), .zy(instruction[9]), .ny(instruction[8]), .f(instruction[7]), .no(instruction[6]), .out(aluoutput), .zr(isZero), .ng(isNeg));
    assign writeM = c_instruction && instruction[3];
    assign outM = aluoutput;
    assign addressM = outA[14:0];
    assign isPos = !isNeg && !isZero;
    assign JLT = isNeg && instruction[2];  
    assign JGT = isPos && instruction[0];  
    assign JEQ = isZero && instruction[1];  
    assign JLE = JLT || JEQ;  
    assign condition_met = JLE || JGT;  
    assign loadPC = c_instruction && condition_met;
    program_counter program_c (.in(outA), .reset(reset), .load(loadPC), .inc(1'b1), .clk(clk), .out(pc_full));
    assign pc = pc_full[14:0];
endmodule
`timescale 1ns / 1ps
module mux_2to1(
    input [15:0] a,
    input [15:0] b,
    input sel,
    output [15:0] out
    );
    assign out = (sel == 0) ? a : b;  
endmodule
`timescale 1ns / 1ps
module program_counter(
    input [15:0] in,
    input reset,
    input load,
    input inc,
    input clk,
    output reg [15:0] out
    );
    always @(posedge clk) begin
        if (reset) begin
            out <= 16'b0;
        end
        else if (load) begin
            out <= in;
        end
        else if (inc) begin
            out <= out + 1'b1;
        end
        else begin
            out <= out;  
        end
    end
endmodule
`timescale 1ns / 1ps
module register(
    input [15:0] in,
    input clk,
    input rst,
    input load,
    output reg [15:0] out
    );
    always @(posedge clk) begin
        if (rst) begin
            out <= 16'b0;
        end
        else if (load) begin
            out <= in;  
        end
    end
endmodule
==> flow/run.sh <==
#!/bin/bash
# OpenROAD 26Q1-2900-gdf79404cd8, Yosys 0.63+post, stock flow scripts
make -C /OpenROAD-flow-scripts/flow DESIGN_CONFIG=/design/flow/config.mk WORK_HOME=/design/flow/orfs finish
==> flow/config.mk <==
export PLATFORM = sky130hd
export DESIGN_NAME = cpu16
export DESIGN_NICKNAME = cpu16
export VERILOG_FILES = /design/flow/design.v
export SDC_FILE = /design/flow/constraint.sdc
export NUM_CORES = 4
export LEC_CHECK = 1
export CORE_UTILIZATION = 50
==> flow/constraint.sdc <==
current_design cpu16

set clk_period 12.8
set clk_io_pct 0.2

create_clock -name clk0 -period $clk_period [get_ports {clk}]

set non_clock_inputs [all_inputs -no_clocks]
set_input_delay [expr $clk_period * $clk_io_pct] -clock clk0 $non_clock_inputs
set_output_delay [expr $clk_period * $clk_io_pct] -clock clk0 [all_outputs]
==> out/results.tsv <==
stage	metric	value	unit
status	outcome	completed	
routing	number_of_detailed_routing_iterations_run_before_antenna_repair	4	
critical_path	arrival_time_at_the_worst_endpoint	6.40	ns
critical_path	worst-path-buf-inv	4	
synthesis	synth_async_sr_flop_share	0	%
routing	detail_route.vias_per_cell	5.48	
critical_path	worst_r2r_path_depth	13	
floorplan	fp.dieH	84.2	microns
synthesis	compound_cell_area_share_of_the_yosys_netlist	17.6	%
critical_path	crit_type	input port to output port	
synthesis	synth_stat.cells	430	
critical_path	crit_top_cell	sky130_fd_sc_hd__xor2_1	
timing	rsz_0062_raised_after_global_routing	false	
routing	route.detailed.drc	0	
floorplan	fp-row-count	29	
clock_network	cts-root-buf	sky130_fd_sc_hd__clkbuf_8	
placement	place.detailed.hpwl	6080	microns
floorplan	die-width	84.2	microns
timing	timing.setup.tns	0	ns
placement	place.port_buffers	65	
floorplan	die_area	7080	sq um
floorplan	fp-utilization	52.5	%
synthesis	synth.cellmix.xorXnorShare	15.1	%
clock_network	tritoncts.num_buffers	5	
synthesis	syn-instance-count	430	
timing	timing_hold_violations_final	0	
clock_network	cts_resized	0	
synthesis	yosys.stat.chipArea	3370	sq um
routing	antennaDiodeCount	0	
global_routing	grt_start_max_net_pins	39	
global_routing	grt_first_pass_wirelength	13900	microns
critical_path	r2r_start	a_reg.out[0]	
critical_path	critical_path_sink_type	output port	
global_routing	first_global_vias	2671	
floorplan	io_pins	81	
critical_path	critPathSlowestCell	sky130_fd_sc_hd__clkdlybuf4s50_1	
synthesis	flop_cell	sky130_fd_sc_hd__dfxtp_1	
routing	final_antenna_net_count	0	
clock_network	cts-root-to-sink-buffers	2	
synthesis	ys_warn_count	13	
pwr	total_leakage_power	1.63	nW
cells_and_area	instances_no_fill	542	
timing	achievable-frequency	0.112	GHz
synthesis	post_synth_fa_ha_maj_area_fraction	6.53	%
cells_and_area	ratio_of_cells_with_drive_above_1_in_the_final_layout	5.38	%
routing	met3RoutedLength	484	microns
pwr	overall_power_after_layout	0.000432	W
flow_run	tool_warnings	26	
critical_path	max_stage_delay	0.45	ns
routing	wl_met1	4530	microns
synthesis	synth.avg_cell_area	7.85	sq um
clock_network	post_cts_buffers	0	
global_routing	grt_antenna_before_repair	0	
clock_network	clk_pin_slew_worst_paths	0.07	ns
routing	highest_layer	met4	
floorplan	core-area	6420	sq um
critical_path	path_depth	16	
clock_network	clk_latency	0.29	ns
critical_path	nature_of_the_critical_path_startpoint	input port	
timing	setup_viol	0	
min_path	hold_crit_path_type	flop to flop	
clock_network	cts_hold_repair.buffers	0	
timing	finalCriticalPeriod	8.96	ns
cells_and_area	num-fill-cells	592	
timing	hold_ws	0.459	ns
routing	dr_total_vias	2972	
min_path	hold_path_startpoint	d_reg.out[7]	
min_path	min_path_cells	2	
pwr	power_density_normalized_to_cell_area	109	nW/um^2
synthesis	post_synth_instance_area	3370	sq um
synthesis	synthDistinctLibCells	56	
timing	skew	0.0125	ns
critical_path	critical_path.top_delay_family	buffers and inverters	
routing	detail_route.iter0.violations	123	
critical_path	worst_ep_required_time	10.24	ns
clock_network	cts-htree-levels	2	
synthesis	ys.flops	32	
critical_path	worstPathCellList	clkdlybuf4s50_1, buf_4, mux2i_1, nor2_1, xor2_1, ha_1, fa_1, a211oi_2, o21ai_1, a21boi_1, o21bai_1, xor2_1, mux2i_1, xor2_1, inv_1, clkdlybuf4s50_1	
routing	route.final.wire_length	8500	microns
global_routing	track_usage	25.4	%
synthesis	ys_seq_share	19.0	%
synthesis	yosys-dominant-comb-family	simple AND/OR/NAND/NOR gates	
routing	route.met2.wl	3440	microns
synthesis	synth-edff-count	0	
routing	wl_per_cell	15.7	microns
pwr	power.ir.vdd_worst	59.3	uV
critical_path	critical_path.max_fanout	17	
placement	dpl.cell_count	534	
clock_network	clkSinkCount	32	
cells_and_area	area_growth	17.0	%
synthesis	mux_share	10.1	%
critical_path	worst_setup_path_startpoint	instruction[12]	
clock_network	tritoncts	built	
timing	slew_headroom	44.5	%
timing	slew_violations	0	
placement	gp_congestion	0.891	
timing	worst_slew_pin_slew	0.830	ns
global_routing	grt_residual_overflow	0	
flow_run	drv_cap	0	
timing	final_min_period_over_clock_period	70.0	%
synthesis	post_synth_and_or_nand_nor_area_fraction	19.5	%
[cells by family (layout without fill, tap and decap cells)]
| kind of cell | count (synthesis) | count (layout) |
|---|---|---|
| adder cells (fa/ha/maj) | 17 | 17 |
| AND-OR/OR-AND | 85 | 85 |
| XOR/XNOR | 58 | 58 |
| flip-flops | 32 | 32 |
| multiplexers | 34 | 34 |
| buffers and inverters | 70 | 91 |
| other | 1 | 15 |
| AND/OR/NAND/NOR | 133 | 133 |
[cells in the mapped netlist (2+ instances only)]
cell type | count | area share [%]
sky130_fd_sc_hd__a211oi_1 | 12 | 2.7
sky130_fd_sc_hd__a21o_1 | 7 | 1.6
sky130_fd_sc_hd__a21oi_1 | 23 | 3.4
sky130_fd_sc_hd__a31oi_1 | 6 | 1.1
sky130_fd_sc_hd__and2_1 | 4 | 0.74
sky130_fd_sc_hd__buf_1 | 4 | 0.44
sky130_fd_sc_hd__buf_4 | 32 | 7.1
sky130_fd_sc_hd__buf_6 | 3 | 1.0
sky130_fd_sc_hd__clkbuf_1 | 19 | 2.1
sky130_fd_sc_hd__dfxtp_1 | 32 | 19
sky130_fd_sc_hd__ha_1 | 16 | 5.9
sky130_fd_sc_hd__inv_1 | 11 | 1.2
sky130_fd_sc_hd__mux2i_1 | 34 | 10
sky130_fd_sc_hd__nand2_1 | 32 | 3.6
sky130_fd_sc_hd__nand2b_1 | 17 | 3.2
sky130_fd_sc_hd__nand3_1 | 6 | 0.89
sky130_fd_sc_hd__nand3b_1 | 4 | 0.89
sky130_fd_sc_hd__nand4b_1 | 2 | 0.52
sky130_fd_sc_hd__nor2_1 | 43 | 4.8
sky130_fd_sc_hd__nor2b_1 | 3 | 0.56
sky130_fd_sc_hd__nor3_1 | 3 | 0.44
sky130_fd_sc_hd__nor3b_1 | 4 | 0.89
sky130_fd_sc_hd__nor4_1 | 2 | 0.37
sky130_fd_sc_hd__o211ai_1 | 2 | 0.44
sky130_fd_sc_hd__o21ai_0 | 14 | 2.1
sky130_fd_sc_hd__o21bai_1 | 2 | 0.44
sky130_fd_sc_hd__o32ai_1 | 2 | 0.52
sky130_fd_sc_hd__or3_1 | 6 | 1.1
sky130_fd_sc_hd__or4_1 | 2 | 0.44
sky130_fd_sc_hd__xnor2_1 | 36 | 9.3
sky130_fd_sc_hd__xor2_1 | 22 | 5.7
[layout by cell type, fill, tap and decap left out, types with 7 or more instances in the layout]
| cell type | n |
|---|---|
| sky130_fd_sc_hd__dfxtp_1 | 32 |
| sky130_fd_sc_hd__ha_1 | 16 |
| sky130_fd_sc_hd__o21ai_0 | 14 |
| sky130_fd_sc_hd__clkdlybuf4s50_1 | 65 |
| sky130_fd_sc_hd__conb_1 | 15 |
| sky130_fd_sc_hd__mux2i_1 | 34 |
| sky130_fd_sc_hd__nand2b_1 | 17 |
| sky130_fd_sc_hd__buf_4 | 7 |
| sky130_fd_sc_hd__nor2_1 | 43 |
| sky130_fd_sc_hd__a21oi_1 | 23 |
| sky130_fd_sc_hd__nand2_1 | 32 |
| sky130_fd_sc_hd__xnor2_1 | 36 |
| sky130_fd_sc_hd__a211oi_1 | 12 |
| sky130_fd_sc_hd__xor2_1 | 22 |
| sky130_fd_sc_hd__inv_1 | 11 |
| sky130_fd_sc_hd__a21o_1 | 7 |
[sequential cells by signal, indices dropped and copies added, names as in the netlist]
| register | flops |
|---|---|
| a_reg.out | 16 |
| d_reg.out | 16 |
[area by class of cell]
cell class                 count  area (sq um)  share of cell area, %
clock inverter                 3          18.8                  0.475
sequential                    32           641                   16.2
inverter                      11          41.3                   1.05
clock buffer                   5          68.8                   1.74
multi-input combinational    342          2380                   60.3
tap                           77          96.3                   2.44
timing repair buffer          72           703                   17.8
[final timing paths]
path	end	slack, ns
max	outM[10]	3.84
min	d_reg.out[7]	0.46
max reg2reg	a_reg.out[12]	9.57
min reg2reg	d_reg.out[7]	0.46
[metrics by stage]
step                      setup slack (ns)  instance area (sq um)  utilization, %
after detailed placement              3.88                   3860            60.1
after floorplan                       4.64                   3430               -
after global routing                  3.53                   3950            61.5
final                                 3.84                   3950            61.5
after CTS                             3.84                   3950            61.5
after global placement                3.88                   3860            60.1
[layer usage]
metal	GRT usage (%)	vias up
li1	-	1503
met4	1.41	0
met3	2.59	7
met1	44.3	1362
met5	0	-
met2	35.4	100
[tightest hold or removal path: cells and delay by family, from the launching register on]
kind               cells  cell delay (ns)
DFF                    1             0.31
and+or+nand+nor        1             0.05
AOI/OAI and AO/OA      1             0.05
[report_power, final]
part	switching, W	leakage [nW]	internal [W]	total (W)
sequential	0.00000636	0.264	0.000110	0.000116
clock	0.0000427	0.0479	0.0000379	0.0000807
combinational	0.000116	1.32	0.000120	0.000236
total	0.000165	1.63	0.000267	0.000432
Power figures rest on the tool's default switching activity, not on a simulated workload.
